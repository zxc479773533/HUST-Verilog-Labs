$ cat flow/design.v
`timescale 1ns / 1ps
module pipe3b(sig_nsyn, clk, q1, q2, sig_syn);
  input clk;
  input sig_nsyn;
  output reg q1, q2, sig_syn;
  wire clk_N;
  divider divider(.clk(clk), .clk_N(clk_N));
initial begin
  q1 = 0;
  q2 = 0;
  sig_syn = 0;
end
always@(posedge clk_N) begin
  sig_syn <= q2;
  q2 <= q1;
  q1 <= sig_nsyn;
end
endmodule
`timescale 1ns / 1ps
module divider(clk, clk_N);
  input clk;
  output reg clk_N;
  parameter N = 2;
  reg [31:0] counter;
  initial
  begin
    counter = 0;
    clk_N = 0;
  end
  always @(posedge clk)
  begin
    counter <= counter + 1;
    if (counter > N / 2)
      begin
        clk_N <= ~clk_N;
        counter <= 0;
      end
  end
endmodule
$ cat flow/run.sh
#!/bin/bash
# OpenROAD 26Q1-2900-gdf79404cd8, Yosys 0.63+post, stock flow scripts
make -C /OpenROAD-flow-scripts/flow DESIGN_CONFIG=/design/flow/config.mk WORK_HOME=/design/flow/orfs finish
$ cat flow/config.mk
export PLATFORM = sky130hd
export DESIGN_NAME = pipe3b
export DESIGN_NICKNAME = pipe3b
export VERILOG_FILES = /design/flow/design.v
export SDC_FILE = /design/flow/constraint.sdc
export NUM_CORES = 4
export LEC_CHECK = 1
export CORE_AREA = 10 10 101 101
export DIE_AREA = 0 0 111 111
$ cat flow/constraint.sdc
current_design pipe3b

set clk_period 1.6
set clk_io_pct 0.2

create_clock -name clk0 -period $clk_period [get_ports {clk}]

set non_clock_inputs [all_inputs -no_clocks]
set_input_delay [expr $clk_period * $clk_io_pct] -clock clk0 $non_clock_inputs
set_output_delay [expr $clk_period * $clk_io_pct] -clock clk0 [all_outputs]
==> ci_impl_report.md <==
## Synthesis and layout report

| Metric | Value |
|---|---|
| Outcome | `completed` |
| Crit path time final | `1.48 ns` |
| Register clock-pin slew on the reported worst setup and hold paths | `~0.06 ns` |
| Register pins left without a clock | `3` |
| Via count | `about 440` |
| Unique cell types | `13` |
| Synth Warn # | `2` |
| Chip Area, Yosys | `approximately 900 sq um` |
| Commonest Layout Cell | `dfxtp_1` |
| # resized after CTS | `0` |
| DRT Wirelength | `950 microns` |
| Critical Path Max Stage Delay | `0.41 ns` |
| Yosys cell count | `60` |
| Fp util | `11.1%` |
| Post-synth top area cell | `dfxtp_1` |
| Post-CTS Setup Bufs | `0` |
| Clock network fraction of total power | `38.6%` |
| Core area | `about 8100 sq um` |
| Port Buffer Count | `4` |
| Mapped Avg Cell Area | `15.1 sq um` |
| CP Capture Type | `register` |
| Switch Pwr | `0.000281 W` |
| Synth Cell Area | `about 900 sq um` |
| CTS root buffer | `clkbuf_8` |
| P&R area growth vs syn | `39.7%` |
| Internal power | `0.00117 W` |
| Antenna Violating Nets Remaining | `0` |
| Sw Share | `19.4%` |
| Largest fanout on the critical path | `4` |
| Peak VDD IR | `0.738 mV` |
| FP Rows | `33` |
| Gpl congestion | `0.746` |
| TritonCTS clock tree | `built` |
| Tool warning count | `27` |
| Max Clk Rate | `675 MHz` |
| Flop pwr share | `60.4%` |
| Overall Global Routing Usage | `between 1.5 and 2%` |
| Slowest library cell on the worst path | `or3_1` |
| Die area | `12300 sq um` |
| Endpoints left unconstrained | `6` |
| Largest net degree at the start of global routing | `11` |
| Crit-path cells | `nor4_1 -> nand4_1 -> or3_1` |
| Vias/cell | `2.17` |
| Total negative setup slack | `0 ns` |
| Top cells excl fill/tap | `dfxtp_1 (35), conb_1 (29), nor4_1 (7)` |
| PwrDens | `1150 nW/um^2` |
| Number of diodes | `0` |
| Hold Vio Cnt, Final | `0` |
| Setup repair after global routing missed its margin | `no` |
| Max-cap violation count | `0` |
| Max clock buf depth | `2` |
| Initial antenna violation count | `0` |
| Logic pwr share | `1.0%` |
| Placement Setup Slack | `0.138 ns` |
| Post-layout period usage | `92.6%` |
| Final setup margin | `0.118 ns` |
| Ports | `5` |
| Final setup viols | `0` |
| H-tree depth | `2` |
| Req. time, crit path | `1.63 ns` |
| Post-synth seq share | `80.8%` |
| Max-area cell share | `between 70% and 80%` |
| Per-cell routed wire length | `between 4 and 5 microns` |
| Slew Limit Fails | `0` |
| Die Ht | `~110 microns` |
| Worst hold path type | `reg2reg` |
| Total congestion overflow | `0` |
| Leakage power | `between 0.5 and 0.6 nW` |
| DR DRC count | `0` |
| Power Total | `0.00145 W` |
| Setup crit start kind | `register` |
| Share of cells above drive strength 1 | `10.0%` |
| Crit path kind | `reg2reg` |
| First-pass DRT Iterations | `4` |
| Critical Path AT | `around 1.5 ns` |
| Synth area leaders | `dfxtp_1 (77%), nor4_1 (4.8%), ha_1 (4.1%)` |
| Initial DRC count | `23` |
| TritonCTS Buffers | `5` |
| Gate Count Post-Synth | `60` |
| Die Wd | `111 microns` |
| First-pass GRT wire length | `1700 microns` |
| Registers, synthesis | `36` |
| Setup Skew | `just under 0.003 ns` |
| Number of global-route vias before repair | `about 400` |
| Worst-Skew Late Latency | `0.27 ns` |
| Hold Buf Count CTS | `0` |
cell usage after synthesis:
library cell,instances
ha_1,3
conb_1,1
edfxtp_1,1
nand2_1,1
nor2_1,1
o211ai_1,1
or3_1,1
nand4_1,1
nor4_1,7
nor4_2,3
xnor2_1,1
inv_1,4
dfxtp_1,35
sequential cells by signal, indices dropped and copies added (netlist names):
register	count
divider.counter	32
divider.clk_N	1
q1	1
q2	1
sig_syn	1
critical path: cells and delay by family (launching register included):
family	cells	cell delay, ns
flops	1	0.30
simple gates	3	0.94
final timing paths:
kind / start / end / slack (ns) / depth (start not counted)
setup / recovery: divider.counter[19] / divider.clk_N / 0.12 / 3
hold / removal: divider.counter[0] / divider.counter[0] / 0.50 / 1
setup reg to reg: divider.counter[19] / divider.clk_N / 0.12 / 3
hold reg to reg: divider.counter[0] / divider.counter[0] / 0.50 / 1
power groups by stage:
| stage | Combinational [W] | Sequential (W) | Clock, W |
|---|---|---|---|
| 4_1_cts | 0.0000150 | 0.000878 | 0.000577 |
| 5_1_grt | 0.0000189 | 0.000880 | 0.000620 |
| 6_report | 0.0000144 | 0.000877 | 0.000561 |
cell type report:
class | instances | area [sq um]
inverter | 4 | 15.0
multi-input combinational | 48 | 264
clock inverter | 2 | 10.0
fill | 891 | 6870
tap | 105 | 131
clock buffer | 6 | 72.6
sequential | 36 | 731
timing repair buffer | 4 | 40.0
metrics by stage:
| step | util [%] | cell area (sq um) | hold slack, ns | cells |
|---|---|---|---|---|
| floorplan | - | 1010 | 0.460 | 88 |
| global route | 15.5 | 1260 | 0.544 | 205 |
| finish | 15.5 | 1260 | 0.499 | 205 |
| CTS | 15.5 | 1260 | 0.508 | 205 |
| global placement | 14.5 | 1180 | 0.503 | 197 |
| detailed placement | 14.5 | 1180 | 0.502 | 197 |
per-layer routing:
metal  global-route usage (%)  up-vias  part of all wire (%)
li1                         -      251                     -
met1                     2.24      179                    52
met2                     1.81       14                    36
met3                     1.42        0                    12
met4                    0.434        0                     0
met5                        0        -                     0
logic make-up after synthesis:
| kind of cell | share of synthesized area, % |
|---|---|
| fa+ha+maj | 4.15 |
| other cells | 0.415 |
| compound gates | 0.830 |
| flops | 80.8 |
| xor+xnor | 0.968 |
| buf+inv | 1.66 |
| simple gates | 11.2 |
Power is estimated from default activity; no workload was simulated.
