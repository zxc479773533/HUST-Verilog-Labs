File: design/flow/run.sh
#!/bin/bash
# OpenROAD 26Q1-2900-gdf79404cd8, Yosys 0.63+post, stock flow scripts
make -C /OpenROAD-flow-scripts/flow DESIGN_CONFIG=/design/flow/config.mk WORK_HOME=/design/flow/orfs finish
File: design/flow/config.mk
export PLATFORM = sky130hd
export DESIGN_NAME = divide_and_count
export DESIGN_NICKNAME = divide_and_count
export VERILOG_FILES = /design/flow/design.v
export SDC_FILE = /design/flow/constraint.sdc
export NUM_CORES = 4
export LEC_CHECK = 1
export CORE_AREA = 10 10 102 102
export DIE_AREA = 0 0 112 112
File: design/flow/constraint.sdc
current_design divide_and_count

set clk_period 1.4
set clk_io_pct 0.2

create_clock -name clk0 -period $clk_period [get_ports {clk}]

set non_clock_inputs [all_inputs -no_clocks]
set_input_delay [expr $clk_period * $clk_io_pct] -clock clk0 $non_clock_inputs
set_output_delay [expr $clk_period * $clk_io_pct] -clock clk0 [all_outputs]
File: design/flow/design.v
`timescale 1ns / 1ps
module divider(clk, clk_N);
  input clk;
  output reg clk_N;
  parameter N = 2;
  reg [31:0] counter;
  initial
  begin
    counter = 0;
    clk_N = 0;
  end
  always @(posedge clk)
  begin
    counter <= counter + 1;
    if (counter > N / 2)
      begin
        clk_N <= ~clk_N;
        counter <= 0;
      end
  end
endmodule
`timescale 1ns / 1ps
module counter(clk, out);
    input clk;                     
    output reg [2:0] out;          
    always @(posedge clk)          
    begin
        out <= out + 1;
    end
endmodule
`timescale 1ns / 1ps
module divide_and_count(clk, out);
    input clk;
    output [2:0] out;
    wire clk_tmp;
    divider d1(.clk(clk), .clk_N(clk_tmp));
    counter c1(.clk(clk_tmp), .out(out[2:0]));
endmodule
==> deck_impl_summary.md <==
Implementation Results

Clocking
  – CTS tree: done
  – Root Buffer: clkbuf_8
  – Worst-path clk slew: approximately 0.060 ns
  – Clock buffer depth: 2
  – H-tree levels: 2
  – Post-CTS setup buffer count: 0
  – Hold_buf cts: 0
  – Clock latency on the worst-skew pair: approximately 0.27 ns
  – Post_cts resized: 0
  – Num CTS Buffers: 5

Die
  – Total I/O pin count: 4
  – Die Size: between 10,000 and 15,000 um^2
  – FP Rows: 33
  – FP Core Util: ~11%
  – Core area: around 8200 um^2
  – Die Width: between 100 and 150 um
  – Die height: ~110 um

Pwr
  – Power per cell area: about 1300 nW/um^2
  – Tot Pwr: approximately 1.7 mW
  – Leakage: between 0.5 and 0.6 nW
  – Max IR drop VDD: around 0.00065 V

Timing
  – Hold Fails Final Rpt: 0
  – Skew final: a little over 0.005 ns
  – Count of unclocked register or latch pins: 3
  – Tcrit/Tclk final: 95.4%
  – Endpoints left unconstrained: 6
  – # setup viols final: 0
  – Sum Neg Setup Slack: 0 ns
  – Fmax achieved: between 700 and 800 MHz
  – Hold_ws: between 0.5 and 0.6 ns
  – Fin. max-slew vios: 0
  – Period minus WS final: between 1 and 1.5 ns

Yosys
  – Post-synthesis cell count: 63
  – Ys cells: between 60 and 70
  – Top-area cell share: between 70% and 80%
  – Synth Area per Inst: about 15 um^2
  – Post-synth seq share: roughly four fifths
  – Top cells by area, synth: dfxtp_1, ha_1, nor4_2, nor4_1, edfxtp_1
  – Post-synth regs: 36
  – Synth warn: 2
  – Syn Std Cell Area: 936 um^2
  – Yosys stat area: between 900 and 1000 um^2
  – Leading area contributor after synthesis: dfxtp_1
  – Yosys cell types: 14

Status
  – Outcome: finished clean

Setup path
  – Crit. End Element: flip-flop
  – Worst r2r src: d1.counter[23]
  – CP required: 1.43 ns
  – Reg2reg path depth: 3
  – WP data arrival: around 1.4 ns
  – Crit path cell chain: nor4_2 -> nand4_1 -> or3_1
  – Crit-path max cell delay: around 0.37 ns
  – Buffer-and-inverter tally for the worst setup path: 0
  – Levels on crit path: 3
  – Critical path's slowest cell: or3_1
  – Worst-path maximum fanout: 2
  – WS Path Type: reg -> reg
  – Crit path launch: d1.counter[23]
  – Worst setup SP type: flip-flop
  – Top delay family on crit path: simple AND/OR/NAND/NOR gates

GRT
  – Pin count of the biggest net entering global routing: 11
  – Vias in the first global route: 431
  – Initial antenna violation count: 0
  – First-pass GRT wire length: 1770 um
  – Total Routing Usage GR: 1.68%
  – Gr ovfl total: 0

Layout
  – Area Growth Syn to Fin: 42.2%
  – Share of layout cells above drive strength 1: approximately 17%
  – FILL cells: ~890

Hold path
  – HP Class: reg -> reg
  – Hold path cells: 1
  – HP Start: d1.counter[0]

Place
  – Port Buf Inserts: 3
  – Hpwl dp: roughly 730 um
  – Routability cong.: ~0.67

Drt
  – Antenna Nets Post-Route: 0
  – DRT Pass-1 Iters: 2
  – Avg WL per Cell: 4.80 um
  – ANT cells: 0
  – Initial DRC Count: 32
  – Final wirelength: about 1000 um
  – Post-DR vias/cell: 2.18
  – Via count: 457
  – # DRC: 0

Flow run
  – OpenROAD warnings: 27
  – Max-Cap Viols: 0
-- cell type report --
class                           instances  area [um^2]  area share [%]
Clock buffer                            6         72.6            5.45
Clock inverter                          2         10.0           0.752
Inverter                                5         18.8            1.41
Multi-Input combinational cell         50          313            23.5
Sequential cell                        36          733            55.1
Tap cell                              105          131            9.87
Timing Repair Buffer                    6         52.6            3.95
-- where the power goes --
| group | switching (mW) | internal (mW) | total (mW) |
|---|---|---|---|
| clock | 0.303 | 0.343 | 0.646 |
| sequential | 0.0189 | 0.989 | 1.01 |
| combinational | 0.00929 | 0.00648 | 0.0158 |
-- cells in the mapped netlist, drive strengths merged --
master and number:
edfxtp 1, inv 5, xnor2 1, dfxtp 35, o211ai 1, nor4 10, xor2 1, nand2 1
conb 1, or3 1, nand4 1, ha 4, nor2 1
-- final timing paths --
| path | to | slack (ns) |
|---|---|---|
| worst max register to register | d1.clk_N | 0.06 |
| worst max-delay path | d1.clk_N | 0.06 |
| worst min register to register | d1.counter[0] | 0.51 |
| worst min-delay path | d1.counter[0] | 0.51 |
-- metal layers --
layer  global-route usage [%]  vias to the layer above  wire [um]
met3                     1.30                        2        107
met2                     2.29                       11        379
met1                     1.98                      179        511
li1                         -                      265          -
met5                        0                        -          0
met4                    0.508                        0          9
-- state kept, by name, indices dropped and copies added (netlist names) --
name and flops:
d1.counter 32, d1.clk_N 1, c1.out 3
-- metrics by stage --
| step | instances | setup slack (ns) | util, % | area, um^2 |
|---|---|---|---|---|
| finish | 210 | 0.0641 | 16.2 | 1330 |
| global route | 210 | -0.0241 | 16.2 | 1330 |
| CTS | 210 | 0.00938 | 15.9 | 1310 |
| detailed placement | 202 | 0.0190 | 14.9 | 1220 |
| global placement | 202 | 0.0177 | 14.9 | 1220 |
| floorplan | 91 | 0.0674 | - | 1040 |
-- cell usage in the layout, fill, tap and decap left out, types with 2 or more instances in the layout --
cell type / instances
buf_4: 3
ha_1: 4
dfxtp_1: 33
conb_1: 29
clkdlybuf4s50_1: 3
inv_1: 5
nor4_2: 5
dfxtp_2: 2
clkinv_2: 2
clkbuf_8: 5
nor4_1: 4
-- kinds of logic after synthesis --
logic type | count (synthesis) | synth area share [%]
flip-flops | 36 | 78.1
adder cells (fa/ha/maj) | 4 | 5.35
AND/OR/NAND/NOR | 14 | 11.5
XOR/XNOR | 2 | 1.87
AND-OR/OR-AND | 1 | 0.802
buffers and inverters | 5 | 2.01
other | 1 | 0.401
Power is estimated from default activity; no workload was simulated.
