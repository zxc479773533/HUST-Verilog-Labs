File: flow/design.v
`timescale 1ns / 1ps
module divider(clk, clk_N);
  input clk;
  output reg clk_N;
  parameter N = 2;
  reg [31:0] counter;
  initial
  begin
    counter = 0;
    clk_N = 0;
  end
  always @(posedge clk)
  begin
    counter <= counter + 1;
    if (counter > N / 2)
      begin
        clk_N <= ~clk_N;
        counter <= 0;
      end
  end
endmodule
`timescale 1ns / 1ps
module counter4(cp, clr, qcc, m, ld, A, Q);
  input cp, clr, m, ld;
  input [3:0] A;
  output reg qcc;
  output reg [3:0] Q;
initial begin
  qcc <= 0;
  Q <= 4'b0010;
end
always @(posedge cp) begin
  if (clr == 0)
    Q <= 0;
  else if (ld == 0)
    Q <= A;
  else begin
    if (m == 1) begin
      if (Q == 4'b1111) begin
        Q <= 4'b0000;
        qcc <= 1;
      end
      else begin
        Q <= Q + 1;
        qcc <= 0;
      end
    end
    else begin
      if (Q == 4'b0000) begin
        Q <= 4'b1111;
        qcc <= 1;
      end
      else begin
        Q <= Q - 1;
        qcc <= 0;
      end
    end
  end
end
endmodule
`timescale 1ns / 1ps
module counter_mod8(cp, qcc, Q);
  input cp;
  output qcc;
  output [3:0] Q;
  reg [3:0] A;
  wire ld;
  wire clk_N;
  assign ld = (Q[3] & Q[0]) ? 0 : 1;
initial begin
  A <= 4'b0010;
end
  divider divider1(.clk(cp), .clk_N(clk_N));
  counter4 counter1(.cp(clk_N), .clr(1), .qcc(qcc), .m(1), .ld(ld), .A(A), .Q(Q));
endmodule
File: flow/run.sh
#!/bin/bash
# OpenROAD 26Q1-2900-gdf79404cd8, Yosys 0.63+post, stock flow scripts
make -C /OpenROAD-flow-scripts/flow DESIGN_CONFIG=/design/flow/config.mk WORK_HOME=/design/flow/orfs finish
File: flow/config.mk
export PLATFORM = sky130hd
export DESIGN_NAME = counter_mod8
export DESIGN_NICKNAME = counter_mod8
export VERILOG_FILES = /design/flow/design.v
export SDC_FILE = /design/flow/constraint.sdc
export NUM_CORES = 4
export LEC_CHECK = 1
export CORE_AREA = 10 10 85 85
export DIE_AREA = 0 0 95 95
File: flow/constraint.sdc
current_design counter_mod8

set clk_period 1.4
set clk_io_pct 0.2

create_clock -name clk0 -period $clk_period [get_ports {cp}]

set non_clock_inputs [all_inputs -no_clocks]
set_input_delay [expr $clk_period * $clk_io_pct] -clock clk0 $non_clock_inputs
set_output_delay [expr $clk_period * $clk_io_pct] -clock clk0 [all_outputs]
==> flow_summary.json <==
{
  "setup_slack_ns": 0.0695,
  "die_y_um": 95,
  "antennaDiodeCount": 0,
  "remaining_drc_errors": 0,
  "cp-start-kind": "register",
  "p_per_area_nw_per_um2": 1240,
  "mostFrequentLayoutCell": "dfxtp_1",
  "ys_cells": 72,
  "hp-class": "reg -> reg",
  "ys_types": 18,
  "unconstrained_endpoints": 11,
  "core_region_area_sq_um": 5470,
  "rsz0062_at_grt": "true",
  "dp_hpwl_um": 862,
  "grt-ovfl-total": 0,
  "critPathSlowestCell": "or3_1",
  "met2_usage_pct": 4.29,
  "max_freq_ghz": 0.752,
  "initCoreUtil_pct": 18.6,
  "wl_per_cell_um": 6.64,
  "first_iter_violations": 16,
  "ys_sh_simple_pct": 11.3,
  "layout_min_cycle_time_ns": 1.33,
  "viasPerCell": 2.89,
  "placed_cell_area_sq_um": 1280,
  "most-common-layout-cells": "33 x dfxtp_1, 29 x conb_1, 7 x clkbuf_8",
  "holdWs_ns": 0.504,
  "synth_area_sq_um": 1020,
  "grt_max_degree": 11,
  "hold_violations": 0,
  "tool_warnings": 28,
  "htree_num_levels": 2,
  "ys_area_sq_um": 1020,
  "unclocked_regs": 5,
  "cts_hold_buffers": 0,
  "crit_chain": "nor4_1 > o211ai_1 > or3_1",
  "drive_gt1_share_pct": 16.4,
  "place_congestion": 0.722,
  "die_x_um": 95,
  "cts_buffer_depth": 2,
  "ys_seq_share_pct": 76.8,
  "grt_use_total_pct": 2.91,
  "leakage_nw": 0.578,
  "use_met3_pct": 1.84,
  "clkLatencyLatePin_ns": 0.27,
  "ys_warn_count": 5,
  "syn_area_per_cell_sq_um": 14.1,
  "end_kind": "register",
  "numCtsBuffers": 5,
  "finalCritPeriodShare_pct": 95.0,
  "crit_path_max_fanout": 2,
  "tns_ns": 0,
  "report.final.setup_viol": 0,
  "post-place-ws_ns": -0.00507,
  "peakVddDrop_v": 0.000776,
  "antenna_found_initial": 0,
  "rows": 27,
  "flop_area_sq_um": 785,
  "vias": 544,
  "mux_area_share_pct": 0,
  "gr-usage-met1_pct": 3.49,
  "ys_seq_elements": 38,
  "cts_tree": "built",
  "crit_arrival_ns": 1.36,
  "die-area_sq_um": 9030,
  "cp.required_ns": 1.43,
  "cpPeakStageDelay_ns": 0.34,
  "cp_top_family": "simple AND/OR/NAND/NOR gates",
  "worstSetupPathType": "reg -> reg",
  "cts_setup_buffers": 0,
  "grt_pass1_vias": 543,
  "drtPass1Iterations": 3,
  "drv_cap": 0,
  "io_buffers": 5,
  "status": "complete, no violations",
  "clock_skew_ns": 0.00432,
  "path_clk_slew_ns": 0.06,
  "cp_num_buf_inv": 0,
  "drv_slew": 0,
  "final_cells": 188,
  "final_area_sq_um": 1430,
  "aoi_share_pct": 2.96,
  "antenna_left": 0,
  "dp.cells": 180,
  "grt_pass1_wl_um": 2110,
  "area_delta_synth_final_pct": 40.3,
  "logic_area_sq_um": 358,
  "wl_um": 1250,
  "io_pins": 6,
  "yosys.area_share.xor_xnor_pct": 1.72,
  "fillers": 574,
  "cts-root-buf": "clkbuf_8",
  "syn_inst": 72,
  "fa_ha_area_share_pct": 4.93,
  "logic_family": "simple AND/OR/NAND/NOR gates",
  "top_usage_layer": "met2"
}
area by class of cell:
cell class                      count  area share (%)
Clock buffer                        7            6.76
Clock inverter                      1           0.351
Inverter                            5            1.32
Multi-Input combinational cell     57            25.1
Sequential cell                    38            55.0
Tap cell                           72            6.32
Timing Repair Buffer                8            5.09
state kept, by name, summed over array words and instances, names as in the netlist:
name              count
counter1.qcc          1
divider1.counter     32
divider1.clk_N        1
counter1.Q            4
logic make-up (layout without fill, tap and decap cells):
| logic type | Yosys count | after routing |
|---|---|---|
| AND/OR/NAND/NOR | 18 | 18 |
| adder cells (fa/ha/maj) | 4 | 4 |
| flip-flops | 38 | 38 |
| buffers and inverters | 5 | 21 |
| other | 1 | 29 |
| AND-OR/OR-AND | 4 | 4 |
| XOR/XNOR | 2 | 2 |
metrics by stage:
stage          util, %  total power (W)
2_1_floorplan        -          0.00103
3_3_place_gp      23.5          0.00104
3_5_place_dp      23.5          0.00104
4_1_cts           25.3          0.00179
5_1_grt           26.0          0.00185
6_report          26.0          0.00177
final timing paths:
kind                                                      start                              to  slack (ns)  cells after the start
worst max-delay path            divider1.counter[19]$_SDFF_PN0_        divider1.clk_N$_DFFE_PN_        0.07                      3
worst min-delay path             divider1.counter[0]$_SDFF_PN0_  divider1.counter[0]$_SDFF_PN0_        0.50                      1
worst max register to register  divider1.counter[19]$_SDFF_PN0_        divider1.clk_N$_DFFE_PN_        0.07                      3
worst min register to register   divider1.counter[0]$_SDFF_PN0_  divider1.counter[0]$_SDFF_PN0_        0.50                      1
report_power, final:
group	internal, W	switching, W	total, W
clock	0.000443	0.000302	0.000745
combinational	0.00000716	0.00000960	0.0000168
sequential	0.000990	0.0000195	0.00101
what timing repair did:
action                                  4_1_cts  5_1_grt
pin swaps                                     1        6
endpoints found under the setup margin        1        1
gates resized                                 0        8
hold endpoints to repair                      0        0
layer usage:
layer / part of all wire (%) / vias to the layer above
li1: - / 303
met1: 51 / 227
met2: 38 / 9
met3: 8.0 / 5
met4: 2.8 / 0
met5: 0 / -
synth_stat cells:
cell type / n / area [sq um]
a211oi_1: 1 / 7.51
a21oi_1: 1 / 5.00
a41o_1: 1 / 10.0
and3_1: 1 / 6.26
conb_1: 1 / 3.75
dfxtp_1: 36 / 721
edfxtp_1: 2 / 60.1
ha_1: 4 / 50.1
inv_1: 5 / 18.8
nand2_1: 2 / 7.51
nand2b_1: 1 / 6.26
nand4_1: 1 / 6.26
nor2_1: 2 / 7.51
nor4_1: 8 / 50.1
nor4_2: 2 / 25.0
o211ai_1: 1 / 7.51
or3_1: 1 / 6.26
xnor2_1: 2 / 17.5
Power is estimated from default activity; no workload was simulated.
